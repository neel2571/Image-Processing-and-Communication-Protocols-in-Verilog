<file path="flow/run.sh">
#!/bin/bash
# OpenROAD 26Q1-2900-gdf79404cd8, Yosys 0.63+post, stock flow scripts
make -C /OpenROAD-flow-scripts/flow DESIGN_CONFIG=/design/flow/config.mk WORK_HOME=/design/flow/orfs finish
</file>
<file path="flow/config.mk">
export PLATFORM = sky130hd
export DESIGN_NAME = top_spi_final
export DESIGN_NICKNAME = top_spi_final
export VERILOG_FILES = /design/flow/design.v
export SDC_FILE = /design/flow/constraint.sdc
export NUM_CORES = 4
export LEC_CHECK = 1
export CORE_AREA = 10 10 101 101
export DIE_AREA = 0 0 111 111
</file>
<file path="flow/constraint.sdc">
current_design top_spi_final

set clk_period 3.1
set clk_io_pct 0.2

create_clock -name clk0 -period $clk_period [get_ports {clk}]

set non_clock_inputs [all_inputs -no_clocks]
set_input_delay [expr $clk_period * $clk_io_pct] -clock clk0 $non_clock_inputs
set_output_delay [expr $clk_period * $clk_io_pct] -clock clk0 [all_outputs]
</file>
<file path="flow/design.v">
`timescale 1ns / 1ps
module top_spi_final(data_inp, load, clk, rst, ss0, ss1, ss2, mosi, master_data1, slave_data1, slave_data2, slave_data3);
input clk, ss0, ss1, ss2, load, rst;  
input [0:7] data_inp;  
output reg mosi;  
output reg [0:7] master_data1, slave_data1, slave_data2, slave_data3;  
always@(posedge clk)
begin
    if(rst) begin
        master_data1 <= 8'b0;  
        slave_data1 <= 8'b0;
        slave_data2 <= 8'b0;
        slave_data3 <= 8'b0;
        mosi <= 0;
        end
    if(load) begin
        master_data1 <= data_inp;  
        mosi <= master_data1[7];
        end
    if(ss0 == 1) begin  
        slave_data1[0] <= master_data1[7];
        master_data1[0] <= slave_data1[7];
        master_data1[1:7] <= master_data1[0:6];
        slave_data1[1:7] <= slave_data1[0:6];
        mosi <= master_data1[7];
    end
    else if(ss1 == 1) begin  
        slave_data2[0] <= master_data1[7];
        master_data1[0] <= slave_data2[7];
        master_data1[1:7] <= master_data1[0:6];
        slave_data2[1:7] <= slave_data2[0:6];
        mosi <= master_data1[7];
    end
    else if(ss2 == 1) begin  
        slave_data3[0] <= master_data1[7];
        master_data1[0] <= slave_data3[7];
        master_data1[1:7] <= master_data1[0:6];
        slave_data3[1:7] <= slave_data3[0:6];
        mosi <= master_data1[7];
    end
end
endmodule
</file>
==> impl_metrics.tcl <==
# place-and-route summary
set metrics [dict create \
    power.density_nw_per_um2 463 \
    cts_resized 0 \
    internal_power_uw 721 \
    track_usage_pct 5.35 \
    grt_pass1_wl_mm 5.38 \
    hpwl_mm 2.58 \
    die_h_um 111 \
    viasPerCell 3.62 \
    status "finished, final reports clean" \
    finalMaxSlewViolations 0 \
    die_area_um2 12300 \
    fin_util_pct 24.3 \
    place_ws_ns 0.639 \
    drt_iter0_markers 38 \
    ys_warn_count 1 \
    cts_tree "built" \
    crit_end "master_data1[1]" \
    drt.antenna.violating_nets 0 \
    cts.path.max_buffers 2 \
    ioPinCount 47 \
    rsz0062_at_grt "no" \
    critical_path_class "input port to flop" \
    power_uw 915 \
    htree_num_levels 2 \
    crit_path_start_kind "input port" \
    drc 0 \
    p_sw_uw 195 \
    root_buffer "clkbuf_8" \
    nFillCells 863 \
    post_cts.repair.setup_buffers 0 \
    fmax_mhz 459 \
    antenna_found_initial 0 \
    startpoint "ss1" \
    synth_cell_types 18 \
    ir_worst_vdd_uv 153 \
    avgRoutedWirePerCell_um 12.3 \
    grt.overflow.total 0 \
    die_width_um 111 \
    synth_cells 127 \
    period_used_pct 70.3 \
    worst_pin_slew_ns 0.849 \
    area_growth_pct 51.0 \
    warnings 25 \
    r2r_cells 1 \
    finalHoldViolations 0 \
    setup_slack_ns 0.921 \
    grt_start_max_net_pins 19 \
    vias 1021 \
    setup_viol 0 \
    ys_seq_share_pct 63.5 \
    hold_buffers 0 \
    wl_mm 3.46 \
    port_buffers 46 \
    row_count 33 \
    place_area_um2 1890 \
    clockPowerShare_pct 32.6 \
    drv_cap 0 \
    finalWeightedCongestion 0.759 \
    yosys_area_um2 1310 \
    ys_cells 127 \
    synth.avg_cell_area_um2 10.3 \
    fp_util_pct 16.1 \
    maxSlewHeadroom_pct 43.0 \
    fin_skew_ns 0.00166 \
    crit_arrival_ns 2.16 \
    crit_path_end_kind "flop" \
    first_pass_iters 4 \
    timing.rr.start "master_data1[7]" \
    hp-class "flop to flop" \
    crit_required_ns 3.08 \
    n_antenna_cell 0 \
    r2r_slack_ns 2.17 \
    r2r_end "slave_data1[0]" \
    worstPathMaxFanout 9 \
    path_clk_slew_ns 0.06 \
    insertion_delay_ns 0.28 \
    drive_gt1_share_pct 6.78 \
    fin_area_um2 1980 \
    grt_pass1_vias 995 \
    cts_sinks 33 \
    power_frac_seq_pct 55.6 \
    p_leak_nw 0.701 \
    setup_tns_ns 0 \
    combinationalPowerShare_pct 11.8 \
    post-route-min-period_ns 2.18 \
    synth_flop_count 33 \
    cts_buffers 5 \
    syn_area_um2 1310 \
    netSwitchingFraction_pct 21.3 \
    core_area_um2 8130 \
]
## power groups by stage
stage / clock, mW / sequential (mW) / combinational [mW]
6_report: 0.299 / 0.509 / 0.108
5_1_grt: 0.337 / 0.513 / 0.120
4_1_cts: 0.312 / 0.510 / 0.112
## cell usage in the layout (no fill, tap or decap)
cell type and count:
buf_4 3, nor3b_2 1, and2_1 8, or3_1 2, nand2_1 31, o21ai_0 16, clkbuf_1 1, nand2b_1 16
dfxtp_1 16, or2_2 1, nand3_1 7, clkbuf_8 5, nor3_1 1, clkinv_2 2, nor2b_1 1, edfxtp_1 17
clkdlybuf4s50_1 46, a22oi_1 1, o21a_1 1, a32oi_1 1
## metal layers
layer  vias up  GRT usage [%]  part of all wire, %
li1        525              -                    -
met1       455           6.57                   45
met2        36           8.06                   43
met3         5           3.23                   11
met4         0          0.694                 0.89
met5         -              0                    0
## synth_stat cells (all sizes together)
master | count | area share (%)
a22oi | 1 | 0.57
a32oi | 1 | 0.67
and2 | 8 | 3.8
buf | 4 | 1.4
clkbuf | 3 | 0.86
dfxtp | 16 | 24
edfxtp | 17 | 39
nand2 | 31 | 8.9
nand2b | 16 | 7.6
nand3 | 7 | 2.7
nor2b | 1 | 0.48
nor3 | 1 | 0.38
nor3b | 1 | 0.96
o21a | 1 | 0.57
o21ai | 16 | 6.1
or2 | 1 | 0.48
or3 | 2 | 0.96
## area by class of cell
type / instances / area (um^2) / share of cell area, %
Multi-Input combinational cell: 87 / 448 / 22.7
Clock inverter: 2 / 10.0 / 0.507
Tap cell: 105 / 131 / 6.65
Sequential cell: 33 / 831 / 42.1
Clock buffer: 6 / 72.6 / 3.67
Timing Repair Buffer: 49 / 483 / 24.4
## worst min path at each step
stage / from / end / slack [ns] / cells past startpoint
after CTS: slave_data3[4] / slave_data3[5] / 0.48 / 2
after global routing: slave_data2[4] / slave_data2[5] / 0.50 / 2
final: slave_data2[4] / slave_data2[5] / 0.48 / 2
## metrics by stage
step                      hold slack (ns)  cells
after floorplan                     0.426    127
after global placement              0.464    274
after detailed placement            0.468    274
after CTS                           0.479    282
after global routing                0.501    282
final                               0.478    282
## flip-flops by register name, indices dropped and copies added, names as in the netlist
signal and flops:
master_data1 8, slave_data1 8, slave_data2 8, slave_data3 8
mosi 1
## critical path: stages
cell             delay [ns]
clkdlybuf4s50_1        0.47
or3_1                  0.54
or3_1                  0.53
## logic make-up (layout without fill, tap and decap cells)
group / after synthesis / count (layout) / synth area share (%)
AOI/OAI and AO/OA: 19 / 19 / 7.94
buffers and inverters: 7 / 57 / 2.29
DFF: 33 / 33 / 63.5
and+or+nand+nor: 68 / 68 / 26.3
Power figures rest on the tool's default switching activity, not on a simulated workload.
